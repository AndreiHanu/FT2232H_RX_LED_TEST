===== flow/design.v =====
module FT2232H_RX_Controller(
		input wire clk, reset,
		input wire [7:0] usb_d,					 
		input wire usb_rxfn,						 
		output wire usb_rdn,						 
		output wire led1,
		output wire led2,
		output wire led3,
		output wire led4		
	);
	localparam [3:0]
		idle 		= 	4'd0,		
		read1 	= 	4'd1,
		read2 	= 	4'd2,
		read3 	= 	4'd3,
		read4 	= 	4'd4;
	reg [3:0] reg_state, next_state;				 
	reg reg_usb_rdn, next_usb_rdn;					 
	reg reg_led1, next_led1;						 
	reg reg_led2, next_led2;						 
	reg reg_led3, next_led3;						 
	reg reg_led4, next_led4;						 
	always @(posedge clk, posedge reset) 
	begin
		if (reset) 
			begin
				reg_state <= idle;
				reg_usb_rdn <= 1'b1;
				reg_led1 <= 1'b0;
				reg_led2 <= 1'b0;
				reg_led3 <= 1'b0;
				reg_led4 <= 1'b0;
			end
		else 
			begin
				reg_state <= next_state;
				reg_usb_rdn <= next_usb_rdn;
				reg_led1 <= next_led1;
				reg_led2 <= next_led2;
				reg_led3 <= next_led3;
				reg_led4 <= next_led4;
			end
	end	
	always @*
	begin
		next_led1 = reg_led1;
		next_led2 = reg_led2;
		next_led3 = reg_led3;
		next_led4 = reg_led4;		
		case (reg_state)
			idle:
				begin					
					if (usb_rxfn) 
						begin 
							next_state = idle;
						end
					else 
						begin					
							next_state = read1;		
						end						
				end
			read1:
				begin
					next_state = read2;															
				end
			read2:
				begin
					next_state = read3;					
				end
			read3:
				begin
					next_state = read4;
					case (usb_d)
						8'b00110001:
							begin
								next_led1 = ~reg_led1;
							end
						8'b00110010:
							begin
								next_led2 = ~reg_led2;
							end
						8'b00110011:
							begin
								next_led3 = ~reg_led3;
							end
						8'b00110100:
							begin
								next_led4 = ~reg_led4;
							end
					endcase					
				end
			read4:
				begin
					next_state = idle;					
				end
			default:
				next_state = idle;				
		endcase
	end
	always @*
	begin
		next_usb_rdn = 1'b1;					 
		case (next_state)
		idle:
			begin
				next_usb_rdn = 1'b1;
			end
		read1:
			begin
				next_usb_rdn = 1'b0;
			end
		read2:
			begin
				next_usb_rdn = 1'b0;
			end
		read3:
			begin
				next_usb_rdn = 1'b0;
			end
		read4:
			begin
				next_usb_rdn = 1'b1;
			end
		endcase
	end
	assign usb_rdn = reg_usb_rdn;
	assign led1 = reg_led1;
	assign led2 = reg_led2;
	assign led3 = reg_led3;
	assign led4 = reg_led4;
endmodule

===== flow/run.sh =====
#!/bin/bash
# OpenROAD 26Q1-2900-gdf79404cd8, Yosys 0.63+post, stock flow scripts
make -C /OpenROAD-flow-scripts/flow DESIGN_CONFIG=/design/flow/config.mk WORK_HOME=/design/flow/orfs finish

===== flow/config.mk =====
export PLATFORM = sky130hd
export DESIGN_NAME = FT2232H_RX_Controller
export DESIGN_NICKNAME = FT2232H_RX_Controller
export VERILOG_FILES = /design/flow/design.v
export SDC_FILE = /design/flow/constraint.sdc
export NUM_CORES = 4
export LEC_CHECK = 1
export CORE_AREA = 10 10 70 70
export DIE_AREA = 0 0 80 80

===== flow/constraint.sdc =====
current_design FT2232H_RX_Controller

set clk_period 1.2
set clk_io_pct 0.2

create_clock -name clk0 -period $clk_period [get_ports {clk}]

set non_clock_inputs [all_inputs -no_clocks]
set_input_delay [expr $clk_period * $clk_io_pct] -clock clk0 $non_clock_inputs
set_output_delay [expr $clk_period * $clk_io_pct] -clock clk0 [all_outputs]

==> flow_summary_export.csv <==
group,metric,value,unit
worst_setup_path,arrival,0.88,ns
detailed_routing,viasPerCell,2.97,
cells_and_area,drive_gt1_share,25.0,%
sta,layout_min_cycle_time,1.12,ns
synthesis,seq_area_frac_synth,66.4,%
detailed_routing,drtIter0Drc,16,
cts,numClockSinks,10,
global_routing,grt_pass1_wl,1.52,mm
global_routing,antenna_found_initial,0,
detailed_routing,via_count,291,
place,io_buffer_count,15,
die,die_w,80,um
min_path,hold_path.class,"input port to async pin",
die,die_h,80,um
worst_setup_path,cp_max_fo,2,
sta,period_used_share,93.1,%
synthesis,ys_seq_elements,10,
global_routing,grt.met2_usage,4.90,%
cells_and_area,logic_area,120,um^2
global_routing,grt_max_degree,11,
global_routing,grt_pass1_vias,341,
cells_and_area,final_common_cell,"clkdlybuf4s50_1",
power_and_ir_drop,p_leak,0.000304,uW
synthesis,yosys_area,380,um^2
sta,fmax,895,MHz
sta,finalSetupViolations,0,
power_and_ir_drop,total_power,683,uW
worst_setup_path,worst-path-buf-inv,1,
die,io_pins,16,
sta,rsz0062_at_grt,"false",
cts,cts_made_buffers,3,
cts,cts-root-buf,"clkbuf_4",
die,core,3420,um^2
place,place_congestion,0.678,
global_routing,grt_overflow_total,0,
synthesis,netlist_area,380,um^2
detailed_routing,drt_pass1_iterations,2,
sta,drv_slew,0,
sta,finalHoldViolations,0,
power_and_ir_drop,peakVddDrop,342,uV
cts,clk_pin_slew,0.07,ns
worst_setup_path,crit_family,"flip-flops",
detailed_routing,wl_per_cell,9.04,um
die,num_rows,21,
global_routing,gr-usage-met1,3.27,%
detailed_routing,ant_nets,0,
sta,finClkSkew,0.00472,ns
sta,finalSetupTns,0,ns
place,placed_cell_area,596,um^2
global_routing,top_usage_layer,"met2",
cells_and_area,most-common-layout-cells,"clkdlybuf4s50_1, dfrtp_1, buf_4",
job,drv_cap,0,
sta,tightest_slew,0.367,ns
worst_setup_path,ff2ff_setup_slack,0.28,ns
worst_setup_path,endpoint_kind,"primary output",
worst_setup_path,cp_slowest_cell,"dfrtp_1",
outcome,outcome,"completed",
power_and_ir_drop,p_per_area,1050,nW/um^2
die,floorplan.core_util,11.1,%
synthesis,synth_cells,28,
cells_and_area,regArea,253,um^2
worst_setup_path,crit_chain,"dlygate4sd2_1",
detailed_routing,drcViolationCount,0,
cts,cts_tree,"done",
cells_and_area,design_area,653,um^2
cts,clk_path_buf_depth,2,
cells_and_area,n_fill_cell,384,
detailed_routing,antennaDiodeCount,0,
cts,insertion_delay,0.26,ns
die,die_area,6400,um^2
worst_setup_path,startpoint_type,"flip-flop",
global_routing,grt_usage,3.11,%
sta,maxSlewHeadroom,75.5,%
synthesis,syn_area_per_cell,13.6,um^2
worst_setup_path,critPathMaxStageDelay,0.37,ns
worst_setup_path,critical_path_class,"flip-flop to primary output",
worst_setup_path,worstPathRequired,0.96,ns
synthesis,ys_warn_count,1,
synthesis,yosysCellCount,28,
cts,htreeDepth,1,
detailed_routing,routed_wirelength,886,um
synthesis,synth.distinct_cells,14,
cells_and_area,area_delta_synth_final,71.7,%
job,warning_count,25,
global_routing,met3_usage,2.50,%
## logic make-up after synthesis
| kind of cell | count (synthesis) | synth area share [%] |
|---|---|---|
| DFF | 10 | 66.4 |
| and+or+nand+nor | 10 | 18.4 |
| xor gates and xnor gates | 4 | 9.21 |
| AOI/OAI and AO/OA | 2 | 3.95 |
| buffers and inverters | 2 | 1.97 |
## where the power goes
part | total (uW) | internal, uW | switching, uW | leakage, uW
Combinational | 49.1 | 34.3 | 14.8 | 0.000150
Clock | 296 | 184 | 112 | 0.0000210
Sequential | 337 | 337 | 0 | 0.000133
## repair_timing
item	4_1_cts	5_1_grt
hold buffers	0	0
hold endpoints to repair	0	0
buffers inserted	3	1
setup endpoints to repair	5	1
resized	8	1
## registers in the layout, summed over array words and instances (netlist names)
| signal | count |
|---|---|
| reg_usb_rdn | 1 |
| reg_state | 5 |
| reg_led3 | 1 |
| reg_led2 | 1 |
| reg_led1 | 1 |
| reg_led4 | 1 |
## synth_stat cells
| cell type | n | share of area [%] |
|---|---|---|
| inv_1 | 2 | 2.0 |
| and2b_1 | 1 | 2.0 |
| and4bb_2 | 1 | 3.3 |
| nand3_1 | 2 | 2.6 |
| nor2b_1 | 2 | 3.3 |
| xnor2_1 | 4 | 9.2 |
| nand4b_1 | 1 | 2.3 |
| dfrtp_1 | 8 | 53 |
| o31ai_1 | 1 | 2.0 |
| dfstp_2 | 2 | 14 |
| a21o_1 | 1 | 2.0 |
| nand4_1 | 1 | 1.6 |
| and3b_1 | 1 | 2.3 |
| nor2_1 | 1 | 0.99 |
## layout make-up
class                           instances  area share [%]
Timing Repair Buffer                   20            27.4
Multi-Input combinational cell         16            18.4
Clock buffer                            4            5.56
Inverter                                2            1.15
Sequential cell                        10            38.7
Tap cell                               46            8.81
## metrics by stage
step	hold WS (ns)	util, %	worst slack [ns]	instances
floorplan	0.0787	-	0.297	28
global placement	0.363	17.4	-0.142	90
detailed placement	0.364	17.4	-0.153	90
CTS	0.259	18.9	0.0222	97
global route	0.298	19.1	0.0174	98
finish	0.249	19.1	0.0830	98
## worst paths after layout
check,startpoint,to,cells after the start
worst max-delay path,reg_led2,led2,1
worst min-delay path,reset,reg_state[1],2
worst max register to register,reg_state[4],reg_led2,3
worst min register to register,reg_state[3],reg_state[2],0
max in group asynchronous,reset,reg_usb_rdn,2
min in group clk0,reg_state[3],reg_state[2],0
## routing by layer
metal	up-vias	wire, um
li1	142	-
met1	140	333
met2	9	446
met3	0	106
met4	0	0
met5	-	0
Power figures rest on the tool's default switching activity, not on a simulated workload.
